<file path="flow/config.mk">
export PLATFORM = sky130hd
export DESIGN_NAME = alu
export DESIGN_NICKNAME = alu
export VERILOG_FILES = /design/flow/design.v
export SDC_FILE = /design/flow/constraint.sdc
export NUM_CORES = 4
export LEC_CHECK = 1
export CORE_UTILIZATION = 50
</file>
<file path="flow/design.v">
package states;
	typedef enum logic [13:0] {
		FETCH  	= 14'b0_1_0_0_1_10_10_00_0_00,
		DECODE 	= 14'b0_0_0_0_0_00_01_01_0_00,
		MEMADR 	= 14'b0_0_0_0_0_00_01_10_0_00,
		EXECUTER = 14'b0_0_0_0_0_00_00_10_0_10,
		EXECUTEL = 14'b0_0_0_0_0_00_01_10_0_10,
		JAL 		= 14'b0_1_0_0_0_00_10_01_0_00,
		BEQ		= 14'b1_0_0_0_0_00_00_10_0_01,
		MEMREAD  = 14'b0_0_0_0_0_00_00_00_1_00,
		MEMWRITE = 14'b0_0_0_1_0_00_00_00_1_00,
		ALUWB		= 14'b0_0_1_0_0_00_00_00_0_00,
		MEMWB		= 14'b0_0_1_0_0_01_00_00_0_00,
		UNKNOWN  = 14'bx_x_x_x_x_xx_xx_xx_x_xx
	} state;
endpackage
module alu(input  logic [31:0] a, b,
           input  logic [2:0]  alucontrol,
           output logic [31:0] result,
           output logic        zero);
  logic [31:0] condinvb, sum;
  logic        v;               
  logic        isAddSub;        
  assign condinvb = alucontrol[0] ? ~b : b;
  assign sum = a + condinvb + alucontrol[0];
  assign isAddSub = ~alucontrol[2] & ~alucontrol[1] |
                    ~alucontrol[1] & alucontrol[0];
  always_comb
    case (alucontrol)
      3'b000:  result = sum;          
      3'b001:  result = sum;          
      3'b010:  result = a & b;        
      3'b011:  result = a | b;        
      3'b100:  result = a ^ b;        
      3'b101:  result = sum[31] ^ v;  
      3'b110:  result = a << b[4:0];  
      3'b111:  result = a >> b[4:0];  
      default: result = 32'bx;
    endcase
  assign zero = (result == 32'b0);
  assign v = ~(alucontrol[0] ^ a[31] ^ b[31]) & (a[31] ^ sum[31]) & isAddSub;
endmodule
</file>
<file path="flow/run.sh">
#!/bin/bash
# OpenROAD 26Q1-2900-gdf79404cd8, Yosys 0.63+post, stock flow scripts
make -C /OpenROAD-flow-scripts/flow DESIGN_CONFIG=/design/flow/config.mk WORK_HOME=/design/flow/orfs finish
</file>
<file path="flow/constraint.sdc">
current_design alu

set clk_period 10.9
set clk_io_pct 0.2

create_clock -name clk0 -period $clk_period

set non_clock_inputs [all_inputs -no_clocks]
set_input_delay [expr $clk_period * $clk_io_pct] -clock clk0 $non_clock_inputs
set_output_delay [expr $clk_period * $clk_io_pct] -clock clk0 [all_outputs]
</file>
==> reports/results.tsv <==
stage	metric	value	unit
min_path	hold_path_end	result[0]	
yosys	top_cell_area_share	15.80	%
final_timing	final-max-slew-violation-count	0	
power_and_ir_drop	total_power_of_the_final_layout	534.0	uW
clock_network	hold_buffers	0	
cells_and_area	finish.cell_count_without_fillers	1239	
die	fp_util	52.05	%
worst_setup_path	worstSetupEndpointType	output port	
worst_setup_path	critPathKind	primary input to output port	
yosys	postSynthAreaPerCell	7.581	sq um
min_path	hp-class	primary input to output port	
power_and_ir_drop	power_leakage	3.650	nW
final_timing	max_slew_margin	38.67	%
yosys	netlist.top_cell.by_area	sky130_fd_sc_hd__ha_1	
flow_run	tally_of_openroad_warnings	68	
cells_and_area	area_growth_syn_to_layout	12.77	%
yosys	yosys-top-cells-area	sky130_fd_sc_hd__ha_1 16%, sky130_fd_sc_hd__mux4_2 15%, sky130_fd_sc_hd__nand2_1 5.8%	
flow_run	max_cap_violations	0	
final_timing	final.min_clock_period	8.910	ns
placement	placed_cell_area	0.008661	sq mm
yosys	synth.yosys.num_cells	1013	
route	detail_route.iter0.violations	1251	
final_timing	clock.fmax	112.2	MHz
outcome	status	completed	
die	design.portCount	100	
placement	final_hpwl_from_detailed_placement	25.53	mm
die	dieWidth	125.9	microns
route	detail-route-antenna-nets	0	
global_routing	grt_antenna_before_repair	0	
yosys	synthTopCellsByCount	119 x sky130_fd_sc_hd__nand2_1, 97 x sky130_fd_sc_hd__ha_1, 76 x sky130_fd_sc_hd__inv_1, 60 x sky130_fd_sc_hd__nor2_1	
cells_and_area	fill_cells	1404	
route	detail_route.wirelength	33.70	mm
route	detail_route.wl_per_cell	27.20	microns
power_and_ir_drop	vdd.ir_drop.worst	0.04260	mV
cells_and_area	clockBufferCount	0	
power_and_ir_drop	power_per_cell_area	61.66	mW/mm^2
yosys	synthCells	1013	
die	core	0.01475	sq mm
final_timing	min_period_over_period	81.74	%
final_timing	timing_worst_slew_pin_value	0.9171	ns
final_timing	setup_violating_endpoint_count_in_the_final_report	0	
clock_network	cts_resized	0	
min_path	min-delay-start	b[31]	
worst_setup_path	cp-start-kind	primary input	
die	dieHeight	125.9	microns
yosys	ys_types	86	
worst_setup_path	cp_cell_sequence	buf_4 -> mux2i_1 -> inv_1 -> fa_1 -> a211oi_1 -> o21ai_1 -> nand4_1 -> a311oi_2 -> a211oi_1 -> o311ai_1 -> nand4b_1 -> o31a_1 -> nand4_1 -> nor4_2 -> clkdlybuf4s50_1	
worst_setup_path	worst-path-buf-inv	3	
min_path	hold_depth	4	
worst_setup_path	worst_path_largest_cell_delay	0.63	ns
global_routing	grt_first_pass_wirelength	51.58	mm
route	drt_pass1_iterations	8	
final_timing	hold_violations	0	
yosys	post_synth_instance_area	0.007680	sq mm
die	chip_footprint	0.01586	sq mm
route	avgViaCountPerCell	7.193	
yosys	yosysMostFrequentCell	sky130_fd_sc_hd__nand2_1	
clock_network	post_cts.repair.setup_buffers	0	
cells_and_area	flops	0	
global_routing	global_route.overflow_total	0	
route	detailroute.via_count	8912	
cells_and_area	drive_above_1_share	9.953	%
placement	buffer_ports.inserted	100	
worst_setup_path	critPathRequiredTime	8.72	ns
placement	place.gp.congestion	1.086	
cells_and_area	multiInputGateArea	0.007008	sq mm
cells_and_area	ff_latch_area	0	sq um
yosys	yosysWarningCount	1	
yosys	seq_area_frac_synth	0	%
worst_setup_path	timing.critical_path.arrival	6.73	ns
final_timing	unrepaired_setup_endpoints_after_global_routing	no	
placement	dp_cells	1239	
die	floorplan.rows	44	
global_routing	pin_count_of_the_biggest_net_entering_global_routing	51	
global_routing	vias_in_the_first_global_route	8299	
worst_setup_path	worst-path-max-fanout	49	
worst_setup_path	cp_top_family	AND-OR/OR-AND gates	
cells_and_area	final_cell_area	0.008661	sq mm
worst_setup_path	critPathSlowestCell	sky130_fd_sc_hd__a211oi_1	
route	route.detailed.drc	0	
yosys	yosys-stat-area	0.007680	sq mm
route	ant_diodes	0	
final_timing	setup-tns-final	0	ns
global_routing	grt_use_total	43.92	%
==> logic make-up (layout without fill, tap and decap cells) <==
group                      after synthesis  in the layout  share of synthesized area, %
adders and majority gates               98             98                         16.06
xor gates and xnor gates                42             42                         4.790
muxes                                  105            105                         22.30
buffers and inverters                  156            198                         8.977
AOI/OAI and AO/OA                      307            307                         28.07
and+or+nand+nor                        305            305                         19.79
==> tightest hold or removal path, cell delays in order <==
cell and delay (ns):
sky130_fd_sc_hd__clkdlybuf4s50_1 0.54, sky130_fd_sc_hd__a211o_1 0.16, sky130_fd_sc_hd__o21ai_0 0.15, sky130_fd_sc_hd__clkdlybuf4s50_1 0.43
==> through the flow <==
stage | setup slack (ns) | util [%] | hold slack (ns)
final | 1.990 | 58.70 | 5.655
after global routing | 1.660 | 58.70 | 5.723
after CTS | 2.038 | 58.70 | 5.652
after detailed placement | 2.051 | 58.70 | 5.634
after global placement | 2.047 | 58.70 | 5.621
after floorplan | 2.461 | - | 4.529
==> worst max path at each step <==
stage	start	end	slack, ns	cells past startpoint
CTS	b[0]	zero	2.04	15
global route	b[3]	zero	1.66	15
finish	b[0]	zero	1.99	15
==> power by group <==
part	switching [mW]	total, mW	internal [mW]	leakage (nW)
Combinational	0.312	0.534	0.222	3.65
Clock	0	0	0	0
Sequential	0	0	0	0
==> metal layers <==
metal	up-vias	track usage (%)	wire (microns)	part of all wire [%]
met3	103	17.45	4905	15
met2	667	62.17	14000	42
met5	-	0	0	0
met1	4183	61.40	13460	40
li1	3959	-	-	-
met4	0	15.10	1327	3.9
==> layout make-up <==
cell class,count,area share [%]
tap,184,2.658
multi-input combinational,857,80.92
inverter,79,3.424
timing repair buffer,119,13.00
==> cell usage in the layout (no fill, tap or decap), drive strengths merged, types with 9 or more instances in the layout <==
| cell | n |
|---|---|
| nand2 | 119 |
| ha | 97 |
| clkdlybuf4s50 | 96 |
| inv | 78 |
| nor2 | 60 |
| o21ai | 54 |
| a21oi | 51 |
| mux4 | 51 |
| mux2i | 35 |
| xor2 | 34 |
| a22oi | 34 |
| nand3 | 24 |
| a211oi | 23 |
| buf | 23 |
| o22ai | 21 |
| mux2 | 19 |
| nand4 | 15 |
| nor3 | 14 |
| a31oi | 11 |
| o221ai | 10 |
| nand2b | 9 |
| o211ai | 9 |
| a22o | 9 |
No activity file was given, so power comes from the tool's default toggle rates.
