==> design.v <==
package states;
	typedef enum logic [13:0] {
		FETCH  	= 14'b0_1_0_0_1_10_10_00_0_00,
		DECODE 	= 14'b0_0_0_0_0_00_01_01_0_00,
		MEMADR 	= 14'b0_0_0_0_0_00_01_10_0_00,
		EXECUTER = 14'b0_0_0_0_0_00_00_10_0_10,
		EXECUTEL = 14'b0_0_0_0_0_00_01_10_0_10,
		JAL 		= 14'b0_1_0_0_0_00_10_01_0_00,
		BEQ		= 14'b1_0_0_0_0_00_00_10_0_01,
		MEMREAD  = 14'b0_0_0_0_0_00_00_00_1_00,
		MEMWRITE = 14'b0_0_0_1_0_00_00_00_1_00,
		ALUWB		= 14'b0_0_1_0_0_00_00_00_0_00,
		MEMWB		= 14'b0_0_1_0_0_01_00_00_0_00,
		UNKNOWN  = 14'bx_x_x_x_x_xx_xx_xx_x_xx
	} state;
endpackage
module regfile(input  logic        clk, 
               input  logic        we3, 
               input  logic [ 4:0] a1, a2, a3, 
               input  logic [31:0] wd3, 
               output logic [31:0] rd1, rd2);
  logic [31:0] rf[31:0];
  always_ff @(posedge clk)
    if (we3) rf[a3] <= wd3;	
  assign rd1 = (a1 != 0) ? rf[a1] : 0;
  assign rd2 = (a2 != 0) ? rf[a2] : 0;
endmodule
==> run.sh <==
#!/bin/bash
# OpenROAD 26Q1-2900-gdf79404cd8, Yosys 0.63+post, stock flow scripts
make -C /OpenROAD-flow-scripts/flow DESIGN_CONFIG=/design/flow/config.mk WORK_HOME=/design/flow/orfs finish
==> config.mk <==
export PLATFORM = sky130hd
export DESIGN_NAME = regfile
export DESIGN_NICKNAME = regfile
export VERILOG_FILES = /design/flow/design.v
export SDC_FILE = /design/flow/constraint.sdc
export NUM_CORES = 4
export LEC_CHECK = 1
export CORE_UTILIZATION = 40
==> constraint.sdc <==
current_design regfile

set clk_period 9.9
set clk_io_pct 0.2

create_clock -name clk0 -period $clk_period [get_ports {clk}]

set non_clock_inputs [all_inputs -no_clocks]
set_input_delay [expr $clk_period * $clk_io_pct] -clock clk0 $non_clock_inputs
set_output_delay [expr $clk_period * $clk_io_pct] -clock clk0 [all_outputs]
==> flow_metrics.py <==
# Generated from Yosys and OpenROAD reports
metrics = {
    "sta": {
        "tns_ns": 0,
        "maxSlewHeadroom_pct": 2.143,
        "finalCriticalPeriod_ns": 8.442,
        "final-setup-viol-count": 0,
        "finalCritPeriodShare_pct": 85.27,
        "max_freq_mhz": 118.5,
        "hold_viol": 0,
        "tightest_slew_ns": 1.457,
        "rsz0062_at_grt": "no",
        "finalMaxSlewViolations": 0,
    },
    "power": {
        "switching_share_pct": 22.15,
        "internal_power_mw": 7.594,
        "pwr-share-seq_pct": 49.7,
        "peakVddDrop_uv": 143.0,
        "p_comb_share_pct": 8.9,
        "clock_power_share_pct": 41.4,
        "p_sw_mw": 2.161,
        "power.density_mw_per_mm2": 181.5,
        "power_leakage_nw": 17.08,
    },
    "detailed_routing": {
        "wl_microns": 145100,
        "detail_route.first_pass.iterations": 5,
        "routedWlPerCell_microns": 34.98,
        "viasPerCell": 6.380,
        "vias": 26470,
        "drc": 0,
        "ant_nets": 0,
        "drt-initial-drc-count": 1620,
    },
    "floorplan": {
        "die_h_microns": 344.6,
        "dieWidth_microns": 344.6,
        "rows": 125,
        "core_sq_mm": 0.1164,
        "num_io_pins": 113,
        "floorplanUtilization_pct": 40.36,
        "die-area_sq_mm": 0.1188,
    },
    "finish": {
        "area_growth_pct": 14.43,
        "finalNonFillerCells": 4149,
        "largest-register": "rf",
        "largest_register_ffs": 1024,
        "drive_gt1_share_pct": 28.63,
        "fill_cells": 9472,
        "top_regs": "rf x1024",
    },
    "run": {
        "tool_warnings": 26,
        "drv_cap": 0,
    },
    "min_path": {
        "min_path_type": "input pin to register",
    },
    "place": {
        "gp_congestion": 0.9062,
        "port_buffers": 112,
        "place_hpwl_microns": 87510,
        "dp.cells": 3950,
    },
    "clocking": {
        "cts_resized": 0,
        "numCtsBuffers": 105,
        "cts_hold_buf": 0,
        "numClockSinks": 1024,
        "cts-root-buf": "clkbuf_16",
        "clockBufferDepth": 3,
        "cts_setup_buffers": 0,
        "cts_tree": "built",
        "cts_max_level": 3,
        "clk_pin_slew_ns": 0.06,
    },
    "setup_path": {
        "end_kind": "output port",
        "cp.arrival_ns": 6.46,
        "required_ns": 7.92,
        "path_class": "input pin to output port",
        "worstPathMaxFanout": 28,
        "startpoint_type": "input pin",
    },
    "global_route": {
        "grt_pass1_vias": 29660,
        "grt_pass1_wl_microns": 206200,
        "grt_max_degree": 75,
        "overflow": 0,
        "grt_antenna_before_repair": 8,
        "grt_usage_pct": 27.21,
    },
    "yosys": {
        "edf_count": 1024,
        "largest_area_cell": "edfxtp_1",
        "ys_area_sq_mm": 0.04696,
        "ys_async_sr_fraction_pct": 0,
        "ys.flops": 1024,
        "avgSynthCellArea_sq_um": 19.57,
        "ff_type": "edfxtp_1",
        "ys_cells": 2400,
        "syn-cell-area_sq_mm": 0.04696,
        "top_area_share_pct": 65.48,
        "syn_inst": 2400,
        "yosys_warnings": 1,
        "synth.distinct_cells": 40,
        "synthTopCellsByArea": "edfxtp_1 (65%), mux4_2 (20%), mux2i_1 (3.9%)",
        "yosysSeqAreaShare_pct": 65.48,
    },
    "run_status": {
        "status": "complete, no violations",
    },
}
[per-stage QoR]
step | hold WS [ns] | setup slack (ns) | instance area [sq um] | utilization [%] | power (mW)
floorplan | 2.079 | 4.372 | 46960 | - | 5.395
CTS | 2.095 | 1.628 | 53720 | 46.16 | 9.801
finish | 2.127 | 1.458 | 53740 | 46.18 | 9.755
global route | 2.137 | 1.375 | 53730 | 46.17 | 10.02
global placement | 2.809 | 1.714 | 50200 | 43.15 | 5.783
detailed placement | 2.811 | 1.620 | 50200 | 43.15 | 5.795
[power by group through the flow]
stage | logic, mW | registers, mW | clock network, mW
4_1_cts | 0.861 | 4.85 | 4.09
5_1_grt | 0.918 | 4.85 | 4.25
6_report | 0.867 | 4.85 | 4.04
[metal layers]
metal | up-vias | share of wire [%] | global-route usage, %
met3 | 299 | 21 | 24.78
li1 | 10700 | - | -
met4 | 14 | 3.2 | 6.425
met5 | - | 0.43 | 4.647
met1 | 13250 | 30 | 30.19
met2 | 2211 | 45 | 38.46
[path summary, 6_finish.rpt]
check	startpoint	to	slack, ns	cells after the start
max	a2[1]	rd2[2]	1.46	8
min	wd3[19]	rf[4][19]$_DFFE_PP_	2.13	2
[Yosys cell counts (19+ instances only)]
master,n
mux2i_1,183
nand2_1,65
nor2_1,35
mux4_2,425
a21oi_1,46
o22ai_1,55
a2111oi_0,31
nor3_1,32
inv_1,25
a22o_1,62
clkbuf_1,104
mux2_1,19
buf_4,20
edfxtp_1,1024
o221ai_1,31
buf_2,58
a211oi_1,47
a221oi_1,23
a211o_1,23
[area by class of cell]
cell class / count / area (sq um) / area share (%)
Antenna cell: 5 / 12.51 / 0.02328
Clock buffer: 132 / 2793 / 5.197
Clock inverter: 62 / 718.2 / 1.336
Inverter: 25 / 96.34 / 0.1793
Multi-Input combinational cell: 1150 / 15420 / 28.69
Sequential cell: 1024 / 30750 / 57.22
Tap cell: 1524 / 1907 / 3.548
Timing Repair Buffer: 227 / 2044 / 3.805
[placed cells by master, fill, tap and decap left out, types with 3 or more instances in the layout]
master,instances
nor4_1,9
o221ai_1,31
nand3_1,4
mux2i_1,183
mux2_1,19
clkinv_2,15
nor2_4,33
buf_8,3
clkdlybuf4s50_1,105
nand3b_1,7
mux2_2,5
a221oi_1,23
inv_1,24
nor2b_1,5
and2_1,12
clkinv_1,22
bufinv_16,16
mux4_2,425
diode_2,5
buf_12,4
clkbuf_16,108
nor3_1,30
o22ai_1,55
nand2_1,64
buf_4,112
a211oi_1,47
edfxtp_1,1024
clkinvlp_4,5
clkbuf_1,24
a2111oi_0,31
a211o_1,23
a32o_1,9
a21oi_1,46
or3b_2,4
a22o_1,62
[worst max-delay path, cell delays in order]
cell             delay, ns
buf_4                 0.38
buf_4                 0.55
or3_2                 0.78
buf_4                 0.53
nor3_4                0.06
buf_4                 0.25
nor3_1                1.18
clkdlybuf4s50_1       0.66
[kinds of logic (layout without fill, tap and decap cells)]
kind of cell / after synthesis / after routing / synth area share (%)
buffers and inverters: 226 / 446 / 2.313
other: 0 / 5 / 0
AND/OR/NAND/NOR: 187 / 187 / 1.940
multiplexers: 632 / 632 / 24.86
AND-OR/OR-AND: 331 / 331 / 5.409
flip-flops: 1024 / 1024 / 65.48
No activity file was given, so power comes from the tool's default toggle rates.
